===== run.sh =====
#!/bin/bash
# OpenROAD 26Q1-2900-gdf79404cd8, Yosys 0.63+post, stock flow scripts
make -C /OpenROAD-flow-scripts/flow DESIGN_CONFIG=/design/flow/config.mk WORK_HOME=/design/flow/orfs finish

===== config.mk =====
export PLATFORM = sky130hd
export DESIGN_NAME = map_wrapper
export DESIGN_NICKNAME = map_wrapper
export VERILOG_FILES = /design/flow/design.v
export SDC_FILE = /design/flow/constraint.sdc
export NUM_CORES = 4
export LEC_CHECK = 1
export CORE_UTILIZATION = 50

===== constraint.sdc =====
current_design map_wrapper

set clk_period 17.0
set clk_io_pct 0.2

create_clock -name clk0 -period $clk_period [get_ports {clk}]

set non_clock_inputs [all_inputs -no_clocks]
set_input_delay [expr $clk_period * $clk_io_pct] -clock clk0 $non_clock_inputs
set_output_delay [expr $clk_period * $clk_io_pct] -clock clk0 [all_outputs]

===== design.v =====
`timescale 1ns / 1ps
typedef enum reg [2:0] {
    map_uart_wait, map_uart_receive_wait, map_uart_receive, map_uart_transmit, map_uart_transmit_wait
} map_uart;
module map(
    input wire clk, 
    input wire rstn,
    output wire [7:0] led,
    output wire [31:0] din,
    output wire [31:0] addr,
    output wire [3:0] write_enable,
    input  wire [31:0] dout,
    input  wire ready,
    input  wire [7:0]r_data,
    output reg [7:0]t_data,
    output reg t_valid,
    output reg r_valid,
    input tx_done,
    input rx_done,
    input wire [31:0] c_din,
    input wire [31:0] c_addr,
    input wire [3:0] c_write_enable,
    output wire [31:0] c_dout,
    output reg done,
    input wire load
    );
    reg [31:0] din_reg;
    reg [31:0] addr_reg;
    reg [3:0] write_enable_reg;
    reg [31:0] c_dout_reg;
    reg [7:0] led_reg;
    map_uart state;
    parameter uart_rx_addr = 32'h10000;
    parameter uart_tx_addr = 32'h10004;    
    parameter led_addr = 32'h10008;
    wire is_io;
    assign is_io = ((c_addr >> 12) == 32'h10);
    wire [7:0]b_data;
    assign b_data =  c_din[31:24];
    assign led          = c_write_enable && (c_addr == led_addr) ? b_data : led_reg;
    assign addr         = is_io ? addr_reg : c_addr;
    assign write_enable = is_io ? write_enable_reg : c_write_enable;
    assign din          = is_io ? din_reg : c_din;
    assign c_dout       = is_io ? c_dout_reg : dout;
    always @(posedge clk) begin
        if (~rstn) begin
            led_reg <= 8'd0;
            addr_reg <= 32'd0;
            write_enable_reg <= 4'd0;
            c_dout_reg <= 32'd0;
            din_reg <= 32'd0;
            done <= 1'b0;
            t_valid <= 1'b0;
            r_valid <= 1'b0;
            t_data <= 8'b0;
            state <= map_uart_wait;
        end else begin
            if (state == map_uart_wait) begin
                led_reg <= led;
                addr_reg <= addr;
                write_enable_reg <= write_enable;
                din_reg <= din;
                c_dout_reg <= c_dout;
                if ((c_addr == uart_rx_addr) && load) begin
                    state <= map_uart_receive_wait;
                    done <= 1'b0;
                end else if ((c_addr == uart_tx_addr) && c_write_enable[0]) begin
                    state <= map_uart_transmit_wait;
                    done <= 1'b0;
                end else begin
                    done <= 1'b1;
                end
            end else if (state == map_uart_receive_wait) begin
                if (ready) begin
                    r_valid <= 1'b1;
                    state <= map_uart_receive;
                end
            end else if (state == map_uart_receive) begin
                r_valid <= 1'b0;
                if (rx_done) begin
                    c_dout_reg <= {r_data, 24'b0};
                    state <= map_uart_wait;
                    done <= 1'b1;
                end
            end else if (state == map_uart_transmit_wait) begin
                if (ready) begin
                    t_valid <= 1'b1;
                    state <= map_uart_transmit;
                    t_data <= b_data;
                end
            end else if (state == map_uart_transmit) begin 
                t_valid <= 1'b0;
                if (tx_done) begin
                    state <= map_uart_wait;
                    done <= 1'b1;
                end
            end
        end 
    end
endmodule
`timescale 1ns / 1ps
module map_wrapper(
    input wire clk, 
    input wire rstn,
    output wire [7:0] led,
    output wire [31:0] din,
    output wire [31:0] addr,
    output wire [3:0] write_enable,
    input  wire [31:0] dout,
    input  wire ready,
    input  wire [7:0]r_data,
    output wire [7:0]t_data,
    output wire t_valid,
    output wire r_valid,
    input tx_done,
    input rx_done,
    input wire [31:0] c_din,
    input wire [31:0] c_addr,
    input wire [3:0] c_write_enable,
    output wire [31:0] c_dout,
    output wire done,
    input wire load
    );
    map map(
        .clk(clk),
        .rstn(rstn),
        .led(led), 
        .din(din), 
        .addr(addr), 
        .write_enable(write_enable),
        .dout(dout),
        .c_din(c_din),
        .c_write_enable(c_write_enable),
        .c_dout(c_dout),
        .c_addr(c_addr),
        .done(done),
        .ready(ready),
        .r_data(r_data),
        .t_data(t_data),
        .t_valid(t_valid),
        .r_valid(r_valid),
        .tx_done(tx_done),
        .rx_done(rx_done),
        .load(load)
    );
endmodule

==> out/results.ini <==
[cells_and_area]
areaGrowthSynthToFinish_pct=50.91
finalNonFillerCells=964
utilization=0.7775
combGateArea_sq_um=3222
drive_gt1_frac=0.1669
flop_area_sq_um=2482
fill_cells=753

[floorplan]
core_sq_um=11470
ios=233
rows=39
die_w_microns=110.7
die_area_sq_um=12250
fp_util=0.5152
fp.dieH_microns=110.7

[logic_synthesis]
synth_seq_share=0.4202
yosysUniqueCellTypes=42
synthesis.area_sq_um=5908
syn_area_per_cell_sq_um=9.980
netlist_instances=592
synth-main-ff-cell=dfxtp_1
edf_count=0
yosys_warnings=1
synthDominantCellAreaShare=0.4202
ys_area_sq_um=5908
yosys_cells=592
synth.area.top_cells=dfxtp_1 42%, mux2_2 16%, mux2i_1 11%
ys_ff=124
async_flop_share=0
top_area_cell=dfxtp_1

[power]
power_frac_comb=0.116
switching_power_w=0.0001616
p_seq_frac=0.399
pwr-share-clk=0.486
p_sw_frac=0.2075
power.density_nw_per_um2=87.37
ir_worst_vdd_mv=0.08548
p_total_w=0.0007790
leakage_nw=3.341
p_int_w=0.0006173

[clocking]
cts.path.max_buffers=2
numCtsBuffers=17
htreeDepth=4
root_buffer=clkbuf_16
cts.sinks=124
cts_tree=yes
hold_buffers=0
postCtsSetupBuffers=0
cts_resized=0
clk_pin_slew_ns=0.05
clock_latency_ns=0.40

[detailed_routing]
ant_nets=0
vias=5241
drc=0
via_per_inst=5.437
wl_per_cell_microns=16.09
wirelength_microns=15510
drt_iter0_markers=265
insertedDiodeCount=0
first_pass_iters=7

[sta]
fin_tns_setup_ns=0
slew_headroom=0.4649
drv_slew=0
hold_viol_final=0
rsz0062_at_grt=no
min_period_ns=9.713
setup_viol=0
period_used_share=0.5713
max_freq_mhz=103.0
worstMarginPinSlew_ns=0.8026
fin_skew_ns=0.008657

[critical_path]
required_ns=13.60
endpoint_kind=output pin
crit_path_max_fanout=42
criticalPathCategory=in -> out
cp.arrival_ns=6.31
startpoint_type=input pin

[place]
place.gp.congestion=0.8311
place_inst=932
hpwlAfterDp_microns=10670
port_buffers=232

[grt]
antenna_found_initial=0
grt_pass1_wl_microns=25490
gr-usage-all-layers=0.2597
grt_max_degree=84
grt_pass1_vias=5102
grt_overflow_total=0

[worst_hold_path]
hold_class=reg -> reg

[run_status]
outcome=finished, final reports clean

[run]
cap_violations=0
warnings=26

## placed cells by master (no fill, tap or decap), drive strengths merged, types with 3 or more instances in the layout
cell / count
a21o: 20
a21oi: 4
a22o: 24
a31oi: 6
a32o: 19
buf: 11
bufinv: 4
clkbuf: 21
clkdlybuf4s50: 231
clkinv: 4
clkinvlp: 3
dfxtp: 124
inv: 3
mux2: 83
mux2i: 65
nand2: 125
nand2b: 4
nand3: 7
nor2: 14
nor2b: 3
nor3: 3
nor4: 7
o21ai: 11
o221ai: 6
or4: 3
## layer usage
metal  up-vias  wire [microns]  GRT usage
li1       2579               -          -
met1      2483            7224     0.3897
met2       165            7021     0.3983
met3        14            1054    0.07191
met4         0             209    0.03289
met5         -               0          0
## worst max-delay path, cell delays in order
cell	delay [ns]
clkdlybuf4s50_1	0.51
or4_1	0.83
nor2_4	0.19
buf_4	0.49
mux2_2	0.40
clkdlybuf4s50_1	0.45
## layout make-up
class	instances	share of cell area
tap	143	0.02007
multi-input combinational	420	0.3614
clock buffer	21	0.05164
inverter	3	0.001263
sequential	124	0.2784
clock inverter	11	0.01866
timing repair buffer	242	0.2686
## worst paths after layout
check	start	endpoint	slack [ns]	cells past startpoint
min reg2reg	map.write_enable_reg[1]$_SDFFE_PN0P_	map.write_enable_reg[1]$_SDFFE_PN0P_	0.46	2
max	c_addr[15]	din[25]	7.29	6
max reg2reg	map.state[0]$_DFF_P_	map.c_dout_reg[31]$_SDFFE_PN0P_	14.71	5
min	map.write_enable_reg[1]$_SDFFE_PN0P_	map.write_enable_reg[1]$_SDFFE_PN0P_	0.46	2
## cells by family (layout without fill, tap and decap cells)
group	Yosys count	count (layout)	share of synthesized area
AND-OR/OR-AND	99	99	0.1383
buffers and inverters	48	277	0.03770
flip-flops	124	124	0.4202
multiplexers	148	148	0.2683
AND/OR/NAND/NOR	173	173	0.1355
## metrics by stage
step / instance area [sq um] / hold WS (ns) / setup slack [ns]
finish: 8916 / 0.4551 / 7.287
global placement: 8289 / 0.4407 / 7.406
CTS: 8916 / 0.4592 / 7.308
global route: 8916 / 0.4729 / 7.204
detailed placement: 8289 / 0.4505 / 7.344
floorplan: 5908 / 0.4322 / 8.673
## cells in the mapped netlist (all sizes together), types with 2 or more instances
library cell / number
nand2: 125
dfxtp: 124
mux2: 83
mux2i: 65
a22o: 24
clkbuf: 24
buf: 21
a21o: 20
a32o: 19
nor2: 14
o21ai: 11
nand3: 7
nor4: 7
a31oi: 6
o221ai: 6
a21oi: 4
nand2b: 4
inv: 3
nor2b: 3
nor3: 3
or4: 3
a221o: 2
and3: 2
nand4: 2
o31ai: 2
## power by group through the flow
stage	logic, W	registers [W]	clock network [W]
CTS	0.0000907	0.000310	0.000383
global route	0.0000979	0.000312	0.000398
finish	0.0000901	0.000310	0.000378
Power figures rest on the tool's default switching activity, not on a simulated workload.
