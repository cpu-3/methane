[./run.sh]
#!/bin/bash
# OpenROAD 26Q1-2900-gdf79404cd8, Yosys 0.63+post, stock flow scripts
make -C /OpenROAD-flow-scripts/flow DESIGN_CONFIG=/design/flow/config.mk WORK_HOME=/design/flow/orfs finish
[./design.v]
`timescale 1ns / 1ps
interface instif;
  reg lui;
  reg auipc;
  reg jal;
  reg jalr;
  reg beq;
  reg bne;
  reg blt;
  reg bge;
  reg bltu;
  reg bgeu;
  reg lb;
  reg lh;
  reg lw;
  reg lbu;
  reg lhu;
  reg sb;
  reg sh;
  reg sw;
  reg addi;
  reg slti;
  reg sltiu;
  reg xori;
  reg ori;
  reg andi;
  reg slli;
  reg srli;
  reg srai;
  reg add;
  reg sub;
  reg sll;
  reg slt;
  reg sltu;
  reg xor_;
  reg srl;
  reg sra;
  reg or_;
  reg and_;
  reg fadd;
  reg fsub;
  reg fmul;
  reg fdiv;
  reg fsw;
  reg flw;
  reg feq;
  reg flt;
  reg fle;
  reg fsgnj;
  reg fsgnjn;
  wire inval;
  assign inval = ~(lui | auipc | jal | jalr | beq | bne | blt | bge | bltu | bgeu | lb |
            lh | lw | lbu | lhu | sb | sh | sw | addi | slti | sltiu | xori | ori | 
            andi | slli | srli | srai | add | sub | sll | slt | sltu | xor_ | srl |
            sra | or_ | and_ | fadd | fsub | fmul | fdiv | fsw | flw | feq | flt | fle |
            fsgnj | fsgnjn); 
endinterface
module decoder
 (
     input wire clk,
     input rstn,
     output reg [4:0] rd,
     output reg [4:0] rs1,
     output reg [4:0] rs2,
     output reg [31:0] imm,
     instif inst,
     input reg [31:0] inst_code
 );
    wire r_type;
    wire [6:0] opcode;
    assign opcode = inst_code[6:0];
    wire [2:0] funct3;
    assign funct3 = inst_code[14:12];
    wire [6:0] funct7;
    assign funct7 = inst_code[31:25];
    assign r_type = ((inst_code[6:5] == 2'b01) || inst_code[6:5] == 2'b10) && (inst_code[4:2] == 3'b100);
    wire i_type;
    assign i_type = ((inst_code[6:5] == 2'b00) &&
                        ((inst_code[4:2] == 3'b000) ||
                         (inst_code[4:2] == 3'b100) ||
                         (inst_code[4:2] == 3'b001)))||
                    ((inst_code[6:5] == 2'b11) && (inst_code[4:2] == 3'b001));
    wire s_type;
    assign s_type = (inst_code[6:5] == 2'b01) && ((inst_code[4:2] == 3'b000) || (inst_code[4:2] == 3'b001));
    wire b_type;
    assign b_type = (inst_code[6:5] == 2'b11) && (inst_code[4:2] == 3'b000);
    wire u_type;
    assign u_type = ((inst_code[6:5] == 2'b01) || (inst_code[6:5] == 2'b00)) && (inst_code[4:2] == 3'b101);
    wire j_type;
    assign j_type = ((inst_code[6:5] == 2'b11) && (inst_code[4:2] == 3'b011));
    always @(posedge clk) begin
        rd <= (r_type | i_type | u_type | j_type) ? inst_code[11:7] : 5'd0;
        rs1 <= (r_type | i_type | s_type | b_type) ? inst_code[19:15] : 5'd0;
        rs2 <= (r_type | s_type | b_type) ? inst_code[24:20] : 5'd0;
        imm <= i_type ? {{21{inst_code[31]}}, inst_code[30:20]} :
             s_type ? {{21{inst_code[31]}}, inst_code[30:25], inst_code[11:7]} :
             b_type ? {{20{inst_code[31]}}, inst_code[7], inst_code[30:25], inst_code[11:8], 1'b0} :
             u_type ? {inst_code[31:12], 12'd0} :
             j_type ? {{12{inst_code[31]}}, inst_code[19:12], inst_code[20], inst_code[30:21], 1'b0} : 32'd0;
        inst.lui   <= opcode == 7'b0110111;
        inst.auipc <= opcode == 7'b0010111;
        inst.jal   <= opcode == 7'b1101111;
        inst.jalr  <= opcode == 7'b1100111;
        inst.beq   <= (opcode == 7'b1100011) && (funct3 == 3'b000);
        inst.bne   <= (opcode == 7'b1100011) && (funct3 == 3'b001);
        inst.blt   <= (opcode == 7'b1100011) && (funct3 == 3'b100);
        inst.bge   <= (opcode == 7'b1100011) && (funct3 == 3'b101);
        inst.bltu  <= (opcode == 7'b1100011) && (funct3 == 3'b110);
        inst.bgeu  <= (opcode == 7'b1100011) && (funct3 == 3'b111);
        inst.lb  <= (opcode == 7'b0000011) && (funct3 == 3'b000);
        inst.lh  <= (opcode == 7'b0000011) && (funct3 == 3'b001);
        inst.lw  <= (opcode == 7'b0000011) && (funct3 == 3'b010);
        inst.lbu <= (opcode == 7'b0000011) && (funct3 == 3'b100);
        inst.lhu <= (opcode == 7'b0000011) && (funct3 == 3'b101);
        inst.sb  <= (opcode == 7'b0100011) && (funct3 == 3'b000);
        inst.sh  <= (opcode == 7'b0100011) && (funct3 == 3'b001);
        inst.sw  <= (opcode == 7'b0100011) && (funct3 == 3'b010);
        inst.addi  <= (opcode == 7'b0010011) && (funct3 == 3'b000);
        inst.slti  <= (opcode == 7'b0010011) && (funct3 == 3'b010);
        inst.sltiu <= (opcode == 7'b0010011) && (funct3 == 3'b011);
        inst.xori  <= (opcode == 7'b0010011) && (funct3 == 3'b100);
        inst.ori   <= (opcode == 7'b0010011) && (funct3 == 3'b110);
        inst.andi  <= (opcode == 7'b0010011) && (funct3 == 3'b111);
        inst.slli <= (opcode == 7'b0010011) && (funct3 == 3'b001);
        inst.srli <= (opcode == 7'b0010011) && (funct3 == 3'b101) && (funct7 == 7'b0000000);
        inst.srai <= (opcode == 7'b0010011) && (funct3 == 3'b101) && (funct7 == 7'b0100000);
        inst.add  <= (opcode == 7'b0110011) && (funct3 == 3'b000) && (funct7 == 7'b0000000);
        inst.sub  <= (opcode == 7'b0110011) && (funct3 == 3'b000) && (funct7 == 7'b0100000);
        inst.sll  <= (opcode == 7'b0110011) && (funct3 == 3'b001);
        inst.slt  <= (opcode == 7'b0110011) && (funct3 == 3'b010);
        inst.sltu <= (opcode == 7'b0110011) && (funct3 == 3'b011);
        inst.xor_ <= (opcode == 7'b0110011) && (funct3 == 3'b100);
        inst.srl  <= (opcode == 7'b0110011) && (funct3 == 3'b101) && (funct7 == 7'b0000000);
        inst.sra  <= (opcode == 7'b0110011) && (funct3 == 3'b101) && (funct7 == 7'b0000000);
        inst.or_  <= (opcode == 7'b0110011) && (funct3 == 3'b110);
        inst.and_ <= (opcode == 7'b0110011) && (funct3 == 3'b111);
        inst.fadd <= (opcode == 7'b1010011) && (funct7 == 7'b0000000);
        inst.fsub <= (opcode == 7'b1010011) && (funct7 == 7'b0000100);
        inst.fmul <= (opcode == 7'b1010011) && (funct7 == 7'b0001000);
        inst.fdiv <= (opcode == 7'b1010011) && (funct7 == 7'b0001100);
        inst.feq  <= (opcode == 7'b1010011) && (funct7 == 7'b1010000) && (funct3 == 3'b010);
        inst.flt  <= (opcode == 7'b1010011) && (funct7 == 7'b1010000) && (funct3 == 3'b001);
        inst.fle  <= (opcode == 7'b1010011) && (funct7 == 7'b1010000) && (funct3 == 3'b000);
        inst.fsgnj   <= (opcode == 7'b1010011) && (funct7 == 7'b0010000) && (funct3 == 3'b000);
        inst.fsgnjn  <= (opcode == 7'b1010011) && (funct7 == 7'b0010000) && (funct3 == 3'b001);
        inst.fsw <= opcode == 7'b0100111;
        inst.flw <= opcode == 7'b0000111;
    end
endmodule
typedef enum reg [2:0] {
    s_wait, s_inst_fetch, s_inst_decode, s_inst_write, s_inst_exec, s_inst_inval, s_inst_mem
} s_inst;
typedef enum reg [4:0] {
    s_alu_add, s_alu_sub, s_alu_xor, s_alu_shl, s_alu_shr, s_alu_eq, s_alu_lts, s_alu_ltu, s_alu_or, s_alu_and
} s_alu;
module register
    (
        input wire clk,
        input wire rstn,
        input wire [4:0] rd_idx,
        input wire rd_enable,
        input wire [31:0] data,
        input wire [4:0] rs1_idx,
        output reg [31:0] rs1,
        input wire [4:0] rs2_idx,
        output reg [31:0] rs2
    );
    reg [31:0] iregs[32];
    assign rs1 = rs1_idx == 0 ? 32'd0 : iregs[rs1_idx];
    assign rs2 = rs2_idx == 0 ? 32'd0 : iregs[rs2_idx];
    assign iregs[0] = 32'd0;
    generate
        genvar i;
        for (i = 1; i < 32; i = i + 1) begin
            always @(posedge clk) begin
                if (~rstn) begin
                    iregs[i] <= 32'd0;
                end else begin 
                    if (rd_enable && i == rd_idx) begin
                        iregs[i] <=  data;
                    end
                end
            end
        end
    endgenerate
endmodule
module fregister
    (
        input wire clk,
        input wire rstn,
        input wire [4:0] rd_idx,
        input wire rd_enable,
        input wire [31:0] data,
        input wire [4:0] rs1_idx,
        output reg [31:0] rs1,
        input wire [4:0] rs2_idx,
        output reg [31:0] rs2
    );
    reg [31:0] fregs[32];
    assign rs1 = fregs[rs1_idx];
    assign rs2 = fregs[rs2_idx];
    generate
        genvar i;
        for (i = 0; i < 32; i = i + 1) begin
            always @(posedge clk) begin
                if (~rstn) begin
                    fregs[i] <= 32'd0;
                end else begin 
                    if (rd_enable && i == rd_idx) begin
                        fregs[i] <=  data;
                    end
                end
            end
        end
    endgenerate
endmodule
module alu 
 (
    input wire clk,
    input wire rstn,
    input wire [31:0] src1,
    input wire [31:0] src2,
    output reg [31:0] result,
    instif inst
 );
    always @(posedge clk) begin
        if (~rstn) begin
            result <= 32'd0;
        end else begin
            result <= (inst.add | inst.addi) ? src1 + src2 : 
                      (inst.sub)             ? src1 - src2 :
                      (inst.slti | inst.slt) ? $signed(src1) < $signed(src2) :
                      (inst.sltiu | inst.sltu) ? src1 < src2 :
                      (inst.xori | inst.xor_) ? src1 ^ src2:
                      (inst.ori | inst.or_) ? src1 | src2:
                      (inst.andi | inst.and_) ? src1 & src2:
                      (inst.slli | inst.sll) ? src1 << src2:
                      (inst.srli | inst.srl) ? src1 >> src2:
                      (inst.srai | inst.sra) ? $signed(src1) >>> $signed(src2):
                      (inst.beq) ? src1 == src2:
                      (inst.bne) ? src1 != src2:
                      (inst.blt) ? $signed(src1) < $signed(src2):
                      (inst.bge) ? $signed(src1) >= $signed(src2):
                      (inst.bltu) ? src1 < src2:
                      (inst.bgeu) ? src1 >= src2:
                      32'd0;
        end
    end 
endmodule
module core
    (
    input wire clk,
    input wire rstn,
    input reg [31:0] _instr,
    output reg [31:0] pc,
    output reg [3:0] instr_we,
    output reg [31:0] _instr_in,
    output reg [31:0] _din,
    output reg [31:0] addr,
    input reg [31:0] _dout,
    output reg [3:0]data_we,
    input wire memory_done,
    output wire load
    );
    wire [31:0] instr;
    assign instr = {_instr[7:0], _instr[15:8], _instr[23:16], _instr[31:24]};
    reg [31:0] instr_in;
    assign _instr_in = {instr_in[7:0], instr_in[15:8], instr_in[23:16], instr_in[31:24]};
    reg [31:0] din;
    assign _din = {din[7:0], din[15:8], din[23:16], din[31:24]};
    wire [31:0] dout;
    assign dout = {_dout[7:0], _dout[15:8], _dout[23:16], _dout[31:24]};
    reg [33:0] clock_counter = 34'd0;
    (* mark_debug = "true" *) wire [33:0] clock_counter_debug;
    assign clock_counter_debug = clock_counter;
    (* mark_debug = "true" *) wire [31:0] pc_debug;
    assign pc_debug = pc;
    reg [31:0] debug_status_register = 32'd0;
    reg [31:0] instruction = 32'd0;
    s_inst state = s_wait;
    reg wait_for_memory;
    reg [31:0] fregs[32];
    localparam ds_illegal_inst = 32'b1;
    localparam ds_illegal_state = 32'b10;
    instif inst();
    reg [4:0] rd;
    reg rd_enable;
    reg frd_enable;
    reg [4:0] rs1;
    reg [4:0] rs2;
    reg [31:0] imm;
    reg [31:0] src1;
    reg [31:0] src2;
    reg [31:0] fsrc1;
    reg [31:0] fsrc2;
    reg [31:0] result;
    reg [31:0] alu_result;
    reg [31:0] load_result;
    reg [31:0] fpu_result;
    wire [31:0] alu_src1;
    wire [31:0] alu_src2;
    decoder DECODER(.clk(clk), .rstn(rstn), .rd(rd), .rs1(rs1), .rs2(rs2), .imm(imm), .inst(inst), .inst_code(instr));
    register REGISTER(.clk(clk), .rstn(rstn), .rd_idx(rd), .rd_enable(rd_enable), .rs1_idx(rs1), .rs2_idx(rs2), .data(result), .rs1(src1), .rs2(src2));
    fregister FREGISTER(.clk(clk), .rstn(rstn), .rd_idx(rd), .rd_enable(frd_enable), .rs1_idx(rs1), .rs2_idx(rs2), .data(result), .rs1(fsrc1), .rs2(fsrc2));
    alu ALU(.clk(clk), .rstn(rstn), .src1(alu_src1), .src2(alu_src2), .result(alu_result), .inst(inst));
    fpu FPU(.clk(clk), .rstn(rstn), .src1(fsrc1), .src2(fsrc2), .result(fpu_result), .inst(inst));
    assign alu_src1 = src1;
    assign alu_src2 = (inst.add | inst.sub | inst.sll | inst.slt | inst.sltu | inst.xor_ | inst.srl | inst.sra  | inst.or_  | inst.and_ |
                       inst.beq | inst.bne | inst.blt | inst.bge | inst.bltu | inst.bgeu) ? src2 :
                       imm;
    reg load_r;
    assign load = load_r;
    always @(posedge clk) begin
        if (~rstn) begin 
        end else if (state == s_inst_exec) begin
            load_r <= inst.lb | inst.lh | inst.lw | inst.lbu | inst.lhu | inst.flw;
        end else begin
            load_r <= 1'b0;
        end
    end
    always @(posedge clk) begin
        if (~rstn) begin 
            result <= 32'd0;
            rd_enable <= 1'b0;
        end else if (state != s_inst_write) begin
            rd_enable <= 1'b0;
            frd_enable <= 1'b0;
        end else if (inst.lui) begin
            result <= imm;
            rd_enable <= 1'b1;
        end else if (inst.auipc) begin
            result <= pc + imm;
            rd_enable <= 1'b1;
        end else if (inst.addi | inst.slti | inst.xori | inst.ori | inst.andi | inst.slli | inst.srli | inst.srai | inst.add | inst.sub | inst.sll
                            | inst.slt | inst.sltu | inst.xor_ | inst.srl | inst.sra  | inst.or_  | inst.and_) begin
            result <= alu_result;
            rd_enable <= 1'b1;
        end else if (inst.lb | inst.lh | inst.lw | inst.lbu | inst.lhu) begin
            result <= load_result;
            rd_enable <= 1'b1;
        end else if (inst.jal | inst.jalr) begin
            result <= pc + 32'd4;
            rd_enable <= 1'b1;
        end else if (inst.feq | inst.fle | inst.flt) begin
            result <= fpu_result;
            rd_enable <= 1'b1;
        end else if (inst.fadd | inst.fsub | inst.fmul | inst.fdiv | inst.fsgnj | inst.fsgnjn) begin
            result <= fpu_result;
            frd_enable <= 1'b1;
        end else if (inst.flw) begin
            result <= load_result;
            frd_enable <= 1'b1;
        end else begin
            result <= 32'd0;
        end
    end
    always @(posedge clk) begin 
        if (~rstn) begin
            pc <= 32'd0;
        end else if (state == s_inst_write) begin
            if (inst.jalr) begin
                pc <= src1 + imm;
            end else if (inst.jal) begin
                pc <= pc + imm;
            end else if (inst.beq | inst.bne | inst.blt | inst.bge | inst.bltu | inst.bgeu) begin
                if (alu_result == 32'd0) begin
                    pc <= pc + 32'd4;
                end else begin
                    pc <= pc + imm;
                end
            end else begin
                pc <= pc + 32'd4;
            end
        end else begin
        end
    end
    assign addr = src1 + imm;   
    always @(posedge clk) begin
        if (~rstn) begin
            load_result <= 32'd0;
            din <= 32'd0;
            data_we <= 4'b0;
        end else if (state == s_inst_exec) begin
            if (inst.sb) begin
                din <= src2;
                data_we <= 4'b0001;
            end else if (inst.sh) begin
                din <= src2;
                data_we <= 4'b0011;
            end else if (inst.sw) begin
                din <= src2;
                data_we <= 4'b1111;
            end else if (inst.fsw) begin
                din <= fsrc2;
                data_we <= 4'b1111;
            end
        end else if (state == s_inst_mem) begin    
            data_we <= 4'b0000;
            if (inst.lb) begin
                load_result <= {24'd0, dout[7:0]};  
            end else if (inst.lh) begin
                load_result <= {16'd0, dout[15:0]};
            end else if (inst.lw) begin
                load_result <= dout;
            end else if (inst.flw) begin
                load_result <= dout;
            end
        end else if (state != s_inst_exec) begin
            data_we <= 4'b0000;
        end
    end
    always @(posedge clk) begin
        if (~rstn) begin
            clock_counter <= 34'd0;
            state <= s_wait;
            debug_status_register <= 34'b0;
            instr_we <= 1'd0;
            wait_for_memory <= 1'b0;
        end else begin
            if (inst.inval) begin
                state <= s_inst_inval;
            end else if (state == s_wait) begin
                state <= s_inst_fetch;
            end else if (state == s_inst_fetch) begin
                 clock_counter <= clock_counter + 34'd1;
                state <= s_inst_decode;
            end else if (state == s_inst_decode) begin
                state <= s_inst_exec;
            end else if (state == s_inst_exec) begin
                if (inst.lb | inst.lh | inst.lw | inst.sb | inst.sh | inst.sw | inst.flw | inst.fsw) begin
                    state <= s_inst_mem;
                end else begin
                    state <= s_inst_write;
                end
            end else if (state == s_inst_mem) begin
                if (wait_for_memory) begin
                    if (memory_done) begin
                        wait_for_memory <= 1'b0;
                        state <= s_inst_write;
                    end
                end else begin
                    wait_for_memory <= 1'b1;
                end
            end else if (state == s_inst_write) begin
                state <= s_inst_fetch;
            end else begin
                debug_status_register <= debug_status_register | ds_illegal_state;
            end
        end
    end
endmodule
[./config.mk]
export PLATFORM = sky130hd
export DESIGN_NAME = register
export DESIGN_NICKNAME = register
export VERILOG_FILES = /design/flow/design.v
export SDC_FILE = /design/flow/constraint.sdc
export NUM_CORES = 4
export LEC_CHECK = 1
export CORE_UTILIZATION = 40
[./constraint.sdc]
current_design register

set clk_period 8.2
set clk_io_pct 0.2

create_clock -name clk0 -period $clk_period [get_ports {clk}]

set non_clock_inputs [all_inputs -no_clocks]
set_input_delay [expr $clk_period * $clk_io_pct] -clock clk0 $non_clock_inputs
set_output_delay [expr $clk_period * $clk_io_pct] -clock clk0 [all_outputs]
==> out/metrics.csv <==
metric;value;unit
status;complete, no violations;
fmax;0.1334;GHz
maxCapViolCount;0;
grt_usage;56.62;%
clock.latency.late_pin;770;ps
critPathRequiredTime;6560;ps
fin_setup_tns;0;ps
hold_class;reg -> reg;
firstDrtPassIters;10;
fill_cells;12580;
top_cells_by_count;2,054 x nand2_1, 993 x a21boi_0, 992 x dfxtp_1;
final_layout_size_suffix_gt1_share;9.927;%
grt_pass1_wl;487.3;mm
ys_seq_elements;992;
cts_buffer_depth;3;
combGateArea;29540;um^2
flop_cell;dfxtp_1;
ir_drop;0.2016;mV
cellLeakagePower;19.09;nW
period_used_share;91.44;%
wirelength;369.1;mm
io_buffers;113;
largest_area_cell;dfxtp_1;
finClkSkew;0;ps
seq_area;19860;um^2
cts_resized;0;
synth.mux.area_fraction;0.2460;%
place.gp.congestion;1.134;
syn_inst;6922;
via_per_inst;7.196;
cts-root-buf;clkbuf_16;
maxSlewViolCount;0;
largest_register_ffs;992;
grt_overflow;0;
cp_max_fo;28;
initCoreUtil;40.48;%
die_y;362.2;um
power_density;191.4;nW/um^2
chipWidth;362.2;um
pin_count;114;
avgSynthCellArea;7.496;um^2
drc_errors;0;
drt_iter0_drc;9978;
avgRoutedWirePerCell;42.72;um
cts_sinks;992;
synth.logic.top_family;simple AND/OR/NAND/NOR gates;
tool_warnings;29;
first_global_vias;55710;
postCtsHoldBufs;0;
cts_setup_buffers;0;
vias;62170;
area_leaders;dfxtp_1 38%, nand2_1 15%, a21boi_0 14%, nand3_1 6.7%, a22oi_1 4.8%;
detail-route-antenna-nets;0;
async_flop_share;0;%
yosys.area.top_type_share;38.27;%
worst_pin_slew;1381;ps
ys_chip_area;51890;um^2
rsz0062_at_grt;no;
synthSimpleGateAreaFrac;30.72;%
min_period;7498;ps
finalPower;0.01135;W
antenna_found_initial;52;
clkTransAtPathRegs;60;ps
synth_adder_area_share;0;%
ys_seq_share;38.27;%
ys_sh_xor;0;%
ys_cells;6922;
cts_tree;built;
netlist_area;51890;um^2
area_growth;14.27;%
path_class;in -> out;
largest_register;iregs;
cts-buffers-inserted;113;
chipArea;131200;um^2
synth-warning-count;5;
setup_viol_count_final;0;
hold_viol_final;0;
reg.largest.list;iregs (992);
grt_max_degree;133;
synth-edff-count;0;
std_cell_rows;131;
slew_headroom;7.419;%
core-area;128200;um^2
hpwl;230.3;mm
cp.arrival;5860;ps
synth.most_common_cell;nand2_1;
post_synth_num_cell_types;77;
critPathLaunchType;primary input;
cts.htree.levels;3;
cp-end-kind;output pin;
ys_sh_aoi;24.90;%
## cells in the final DEF (no fill, tap or decap), drive strengths merged, types with 7 or more instances in the layout
cell type	count
nor3b	7
and2	37
o211ai	9
a221oi	7
o31a	13
nand2b	14
clkinv	27
a22o	49
nand3	691
a21boi	993
dfxtp	992
nor2b	17
nor3	48
a2111oi	64
a222oi	37
bufinv	10
and4	50
nand4	204
and3	219
clkdlybuf4s50	102
or2	8
nor2	62
nor4	42
nand2	2054
a21oi	80
inv	11
buf	340
a31oi	63
diode	61
o21ai	7
clkbuf	161
a22oi	335
## per-layer routing
metal / global-route usage, % / wire length, um
met1: 68.21 / 128200
met5: 4.772 / 793
met4: 41.58 / 35670
met3: 38.80 / 68220
met2: 69.59 / 136200
## metrics by stage
stage / std cells / util (%) / cell area (um^2) / hold WS (ps) / setup slack, ps
finish: 8640 / 46.26 / 59290 / 478.7 / 701.6
detailed placement: 8373 / 43.13 / 55280 / 470.3 / 1094
CTS: 8579 / 46.14 / 59140 / 478.2 / 1078
floorplan: 6922 / - / 51890 / 443.5 / 3494
global placement: 8373 / 43.13 / 55280 / 451.8 / 1163
global route: 8588 / 46.15 / 59160 / 491.8 / 986.9
## cells by family after synthesis
family / Yosys count
mux: 12
buf+inv: 728
simple gates: 3481
compound gates: 1709
flops: 992
## worst paths after layout
| kind | to | from | slack [ps] | depth (start not counted) |
|---|---|---|---|---|
| min reg2reg | iregs[29][26] | iregs[29][26] | 480 | 2 |
| max reg2reg | iregs[24][11] | iregs[24][11] | 7160 | 2 |
| max | rs2[30] | rs2_idx[0] | 700 | 9 |
| min | iregs[29][26] | iregs[29][26] | 480 | 2 |
## worst max-delay path, stage by stage
cell and delay [ps]:
buf_4 260, buf_4 390, and3b_4 750, and2_1 890, buf_4 540, a22oi_1 120, and3_1 220, a31oi_1 420
clkdlybuf4s50_1 560
## cell type report
| cell class | count | share of cell area, % |
|---|---|---|
| Multi-Input combinational cell | 5202 | 49.82 |
| Sequential cell | 992 | 33.50 |
| Timing Repair Buffer | 442 | 6.221 |
| Clock buffer | 161 | 5.599 |
| Tap cell | 1729 | 3.649 |
| Clock inverter | 45 | 0.9117 |
| Antenna cell | 61 | 0.2575 |
| Inverter | 8 | 0.05065 |
## power by group
group | switching (W) | internal [W]
Sequential | 0.0000426 | 0.00485
Clock | 0.00231 | 0.00311
Combinational | 0.000803 | 0.000221
Total | 0.00316 | 0.00819
No activity file was given, so power comes from the tool's default toggle rates.
